==> design/flow/design.v <==
module decod_numeros_7seg (
  input A, B, C, D,
  output reg sA, sB, sC, sD, sE, sF, sG
);
  always @*
    begin
      sA = ~A & ~B & ~C & D | ~A & B & ~C & ~D;
      sB = ~A & B & ~C & D | ~A & B & C & ~D;
      sC = ~A & ~B & C & ~D;
      sD = ~A & B & ~C & D | ~A & B & C & D | ~B & ~C & D;
      sE = ~B & ~C & D | ~A & B & ~C | ~A & D;
      sF = ~A & ~B & D | ~A & ~B & C | ~A & C & D;
      sG = ~A & B & C & D | ~A & ~B & ~C;
    end
endmodule
==> design/flow/run.sh <==
#!/bin/bash
# OpenROAD 26Q1-2900-gdf79404cd8, Yosys 0.63+post, stock flow scripts
make -C /OpenROAD-flow-scripts/flow DESIGN_CONFIG=/design/flow/config.mk WORK_HOME=/design/flow/orfs finish
==> design/flow/config.mk <==
export PLATFORM = sky130hd
export DESIGN_NAME = decod_numeros_7seg
export DESIGN_NICKNAME = decod_numeros_7seg
export VERILOG_FILES = /design/flow/design.v
export SDC_FILE = /design/flow/constraint.sdc
export NUM_CORES = 4
export LEC_CHECK = 1
export CORE_AREA = 10 10 70 70
export DIE_AREA = 0 0 80 80
==> design/flow/constraint.sdc <==
current_design decod_numeros_7seg

set clk_period 1.6
set clk_io_pct 0.2

create_clock -name clk0 -period $clk_period

set non_clock_inputs [all_inputs -no_clocks]
set_input_delay [expr $clk_period * $clk_io_pct] -clock clk0 $non_clock_inputs
set_output_delay [expr $clk_period * $clk_io_pct] -clock clk0 [all_outputs]
==> impl_metrics.ini <==
; generated from flow reports
[final_layout]
fin_area_um2 = 320
regArea_um2 = 0
ff_count = 0
clkbuf_count = 0
fin_util_pct = 9.38
fillers = 404
drive_gt1_share_pct = 50.0
synthToLayoutAreaGrowth_pct = 184

[drt]
n_antenna_cell = 0
ant_nets = 0
remaining_drc_errors = 0
drt_wl_total_um = 529
highest_layer = met3
met2_length_um = 195
viasPerCell = 2.24
wl_per_cell_um = 6.96
first_iter_violations = 0
vias = 170
drt-met1-wl_um = 232
drt_first_pass_iters = 1
dr_wl_met3_um = 101

[pwr]
p_per_area_mw_per_mm2 = 202
p_sw_share_pct = 41.2
power_frac_comb_pct = 100.0
internal_power_uw = 38.0
switchingPower_uw = 26.7
p_leak_uw = 0.000154
peakVddDrop_mv = 0.0207
clockPowerShare_pct = 0
total_power_uw = 64.7
pwr-share-seq_pct = 0

[final_timing]
maxSlewViolCount = 0
finalCriticalPeriod_ns = 1.54
hold_viol = 0
final-setup-viol-count = 0
worst_pin_slew_ns = 0.185
fmax_mhz = 649
slew_headroom_pct = 87.6
min_period_over_period_pct = 96.3
rsz0062_at_grt = no

[synth]
ys_types = 13
postSynthSeqShare_pct = 0
ys_cells = 17
syn_area_um2 = 113
syn_inst = 17
yosys_warnings = 1
syn_area_per_cell_um2 = 6.62
yosysChipArea_um2 = 113

[global_route]
antenna_found_initial = 0
grt_max_degree = 8
grt_overflow_total = 0
grt_pass1_wl_um = 765
grt_pass1_vias = 177
grtUsageTotal_pct = 1.36

[hold_path]
hp-class = in -> out

[floorplanning]
num_io_pins = 11
die_area_mm2 = 0.00640
initCoreUtil_pct = 3.30
die_h_um = 80
rows = 21
core_area_mm2 = 0.00342
die_x_um = 80

[critical_path]
worst_setup_path_end_kind = output port
crit_buf_inv = 2
cp.arrival_ns = 1.22
crit_chain = buf_4, nand2b_4, nand2_1, a21oi_2, clkdlybuf4s50_1
critPathMaxStageDelay_ns = 0.47
crit_family = buffers and inverters
path_class = in -> out
slowest_stage = clkdlybuf4s50_1
cp-start-kind = input pin
path_max_fanout = 4
required_ns = 1.28

[flow_run]
warnings = 32
drv_cap = 0

[placement]
hpwl_um = 409
place.gp.congestion = 0.739
dpl-instance-area_um2 = 292
io_buffers = 11

[run_status]
outcome = finished clean
[power by group through the flow]
| stage | Clock, uW | Sequential (uW) | Combinational (uW) |
|---|---|---|---|
| 4_1_cts | 0 | 0 | 62.1 |
| 5_1_grt | 0 | 0 | 71.0 |
| 6_report | 0 | 0 | 64.7 |
[cell usage in the layout, fill, tap and decap left out]
cell	count
a21oi_1	1
o22ai_1	1
buf_6	2
or2_1	1
dlygate4sd2_1	4
clkdlybuf4s50_1	1
nor3b_2	1
nand2_1	2
xnor2_1	1
dlymetal6s2s_1	2
nand2b_4	2
buf_4	4
nor4_2	1
a211oi_2	1
buf_2	1
o211a_1	1
a21oi_2	2
nand3_1	1
inv_2	1
[final timing paths]
check | startpoint | to | cells after the start
worst max-delay path | D | sF | 5
worst min-delay path | C | sE | 3
[repair_timing]
item,4_1_cts,5_1_grt
gates cloned,0,0
hold buffers,0,0
setup endpoints to repair,7,3
buffers inserted,0,0
pin swaps,2,1
resized,28,6
hold endpoints to repair,0,0
[Yosys cell counts]
master / count / share of area (%)
a211oi_1: 1 / 6.7
or2_1: 1 / 5.6
nor4_1: 1 / 5.6
nand3_1: 1 / 4.4
nand2_1: 2 / 6.7
o22ai_1: 1 / 5.6
inv_2: 1 / 3.3
nor3b_2: 1 / 11
a21oi_1: 3 / 13
o211a_1: 1 / 8.9
nand2b_1: 2 / 11
buf_6: 1 / 10
xnor2_1: 1 / 7.8
[layout make-up]
type / instances / area (um2) / area share (%)
Inverter: 1 / 3.75 / 1.17
Multi-Input combinational cell: 15 / 131 / 41.0
Tap cell: 46 / 57.6 / 18.0
Timing Repair Buffer: 14 / 128 / 39.8
[routing by layer]
layer	vias to the layer above	GRT usage, %
met5	-	0
met4	0	0
met3	0	0.682
met2	9	2.25
met1	73	1.65
li1	88	-
[stage by stage]
| step | instances | hold WS [ns] | TNS, ns | setup slack [ns] |
|---|---|---|---|---|
| finish | 76 | 0.978 | 0 | 0.0598 |
| global route | 76 | 1.00 | 0 | 0.00651 |
| detailed placement | 76 | 1.64 | -3.01 | -0.473 |
| global placement | 76 | 1.64 | -2.96 | -0.451 |
| CTS | 76 | 1.04 | 0 | 0.000304 |
| floorplan | 17 | 0.651 | 0 | 0.558 |
[cells by family after synthesis]
| family | Yosys count | synth area share (%) |
|---|---|---|
| buffers and inverters | 2 | 13.3 |
| AND/OR/NAND/NOR | 8 | 44.4 |
| AND-OR/OR-AND | 6 | 34.4 |
| XOR/XNOR | 1 | 7.78 |
No activity file was given, so power comes from the tool's default toggle rates.
