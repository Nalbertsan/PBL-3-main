**/design/flow/design.v**
```verilog
module maq_enc_veda (
    input clk,        
    input reset,    
    input PG, CH, RO,
    output GC,         
    output EV,         
    output VE,          
	 output [2:0] tipo
);
parameter SEM_GARRAFA = 3'b000;
parameter GARRAFA_VAZIA = 3'b001;
parameter GARRAFA_CHEIA = 3'b010;
parameter GARRAFA_CHEIA_VEDADA = 3'b011;
reg [2:0] current_state, next_state;
always @ ( posedge clk , posedge
reset ) begin
    if (reset) begin
        current_state <= SEM_GARRAFA;  
    end 
	 else begin
        current_state <= next_state;  
    end
end
always @* begin
    case (current_state)
        SEM_GARRAFA: begin
            if (PG && !CH) begin
                next_state = GARRAFA_VAZIA;
            end else begin
                next_state = SEM_GARRAFA;
            end
        end
        GARRAFA_VAZIA: begin
            if (!PG) begin
                next_state = SEM_GARRAFA;
            end else if (PG && CH) begin
                next_state = GARRAFA_CHEIA;
            end else begin
                next_state = GARRAFA_VAZIA;
            end
        end
        GARRAFA_CHEIA: begin
            if (!PG) begin
                next_state = SEM_GARRAFA;
            end else if (PG && RO ) begin
                next_state = GARRAFA_CHEIA_VEDADA;
            end else begin
                next_state = GARRAFA_CHEIA;
            end
        end
        GARRAFA_CHEIA_VEDADA: begin
            if (!PG) begin
                next_state = SEM_GARRAFA;
            end else begin
                next_state = GARRAFA_CHEIA_VEDADA;
            end
        end
		  default: next_state = SEM_GARRAFA;
    endcase
end
assign GC = (current_state == GARRAFA_CHEIA_VEDADA) ? 1 : 0;
assign EV = (current_state == GARRAFA_CHEIA) ? 1 : 0;
assign VE = (current_state == GARRAFA_CHEIA_VEDADA) ? 1 : 0;
assign tipo = current_state;
endmodule
```
**/design/flow/run.sh**
```bash
#!/bin/bash
# OpenROAD 26Q1-2900-gdf79404cd8, Yosys 0.63+post, stock flow scripts
make -C /OpenROAD-flow-scripts/flow DESIGN_CONFIG=/design/flow/config.mk WORK_HOME=/design/flow/orfs finish
```
**/design/flow/config.mk**
```make
export PLATFORM = sky130hd
export DESIGN_NAME = maq_enc_veda
export DESIGN_NICKNAME = maq_enc_veda
export VERILOG_FILES = /design/flow/design.v
export SDC_FILE = /design/flow/constraint.sdc
export NUM_CORES = 4
export LEC_CHECK = 1
export CORE_AREA = 10 10 70 70
export DIE_AREA = 0 0 80 80
```
**/design/flow/constraint.sdc**
```tcl
current_design maq_enc_veda

set clk_period 1.1
set clk_io_pct 0.2

create_clock -name clk0 -period $clk_period [get_ports {clk}]

set non_clock_inputs [all_inputs -no_clocks]
set_input_delay [expr $clk_period * $clk_io_pct] -clock clk0 $non_clock_inputs
set_output_delay [expr $clk_period * $clk_io_pct] -clock clk0 [all_outputs]
```
==> impl_metrics.json <==
{
  "place_ws_ps": -195,
  "viasPerCell": 1.77,
  "status": "finished with violations",
  "yosysCellCount": 14,
  "grt_pass1_wl_um": 738,
  "cts.sinks": 2,
  "critical_path_class": "register to output pin",
  "rr_endpoint": "current_state[0]$_DFF_PP0_",
  "postRouteAntennaNets": 0,
  "postSynthCellCount": 14,
  "drive_gt1_frac": 0.483,
  "core_sq_mm": 0.00342,
  "dp_hpwl_um": 412,
  "critPathTopFamily": "flip-flops",
  "top_regs": "current_state: 2 flops",
  "rows": 21,
  "fin_ws_ps": -89.0,
  "ir_drop_uv": 155,
  "crit_chain": "and2_4 -> buf_6 -> buf_6",
  "grt_max_degree": 4,
  "min_path_type": "primary input to asynchronous set/reset pin",
  "drt_iter0_drc": 2,
  "clk_pin_slew_ps": 30,
  "clockBufferDepth": 2,
  "yosys_area_sq_um": 129,
  "synth_cell_types": 9,
  "largest_reg_flops": 2,
  "largest-register": "current_state",
  "hold_viol": 0,
  "critPathMaxStageDelay_ps": 390,
  "die_y_um": 80,
  "ys_seq_frac": 0.388,
  "end_kind": "output pin",
  "crit_required_ps": 880,
  "drv_slew": 0,
  "drv_cap": 0,
  "fmax_mhz": 841,
  "ios": 11,
  "cp_num_buf_inv": 2,
  "violations": "setup timing",
  "drcViolationCount": 0,
  "crit_top_cell": "buf_6",
  "r2r_slack_ps": 50,
  "setup_viol": 2,
  "avgSynthCellArea_sq_um": 9.21,
  "r2r_start": "current_state[1]$_DFF_PP0_",
  "cts_buffers": 3,
  "utilization": 0.0938,
  "portBuffers": 9,
  "synth_area_sq_um": 129,
  "dr.pass1.iters": 2,
  "layout_worst_path_cycle_share": 1.08,
  "arrival_ps": 970,
  "cts_root_buf": "clkbuf_4",
  "slowest_stage": "dfrtp_1",
  "die_width_um": 80,
  "drt_wl_total_um": 516,
  "dieArea_sq_mm": 0.00640,
  "warning_count": 27,
  "area_delta_synth_final_pct": 149,
  "cts_tree": "built",
  "r2r_cells": 4,
  "place_congestion": 0.680,
  "rsz0062_at_grt": "yes",
  "yosysWarnings": 1,
  "powerDensity_mw_per_mm2": 966,
  "fin_cells": 75,
  "n_antenna_cell": 0,
  "fin_crit_ps": 1190,
  "clkLatencyLatePin_ps": 230,
  "finalClockSkew_ps": 0.296,
  "grt.overflow.total": 0,
  "ys_ff": 2,
  "wl_per_cell_um": 6.88,
  "fp_util": 0.0377,
  "path_max_fanout": 3,
  "antenna_found_initial": 0,
  "h-tree-depth": 1,
  "dp.cells": 68,
  "p_leak_nw": 0.149,
  "vias": 133,
  "track_usage": 0.0169,
  "startpoint_type": "register",
  "grt_pass1_vias": 152
}
## what timing repair did
item                                    CTS  global route
pin swaps                                 1             1
endpoints found under the setup margin    5             6
hold buffers                              0             0
setup buffers                             4             0
resized                                  15             2
## Yosys cell counts (all sizes together)
cell | count | share of area
inv | 4 | 0.12
buf | 2 | 0.12
dfrtp | 2 | 0.39
a21oi | 1 | 0.039
a221oi | 1 | 0.12
and2 | 1 | 0.058
conb | 1 | 0.029
nor2 | 1 | 0.029
nor2b | 1 | 0.11
## cells in the final DEF (no fill, tap or decap)
| cell type | netlist | final |
|---|---|---|
| a21oi_1 | 1 | 1 |
| a221oi_2 | 1 | 1 |
| and2_4 | 0 | 1 |
| buf_2 | 0 | 2 |
| buf_4 | 2 | 3 |
| buf_6 | 0 | 3 |
| clkbuf_4 | 0 | 3 |
| clkdlybuf4s15_1 | 0 | 1 |
| clkdlybuf4s50_1 | 0 | 4 |
| conb_1 | 1 | 1 |
| dfrtp_1 | 2 | 2 |
| dlygate4sd2_1 | 0 | 1 |
| inv_1 | 4 | 4 |
| nor2_1 | 1 | 1 |
| nor2b_4 | 1 | 1 |
## layer usage
layer,part of all wire,global-route usage
met3,0.24,0.0239
met5,0,0
met1,0.34,0.0139
met4,0.025,0.00880
met2,0.39,0.0209
## stage by stage
stage	setup TNS, ps	hold slack, ps	total power, mW	area (sq um)
6_report	-172	151	0.309	320
5_1_grt	-298	166	0.333	320
3_3_place_gp	-555	388	0.137	269
4_1_cts	-203	141	0.321	315
3_5_place_dp	-579	379	0.137	269
2_1_floorplan	0	-38.8	0.102	129
## cell type report
| cell class | instances | area, sq um |
|---|---|---|
| clock buffers | 3 | 22.5 |
| fillers | 408 | 3100 |
| inverters | 4 | 15.0 |
| multi-input cells | 6 | 50.0 |
| flip-flops and latches | 2 | 50.0 |
| well taps | 46 | 57.6 |
| repair buffers | 14 | 125 |
## logic make-up after synthesis
kind of cell    Yosys count  share of synthesized area
compound gates            2                      0.155
buf+inv                   6                      0.233
flops                     2                      0.388
other cells               1                     0.0291
simple gates              3                      0.194
## worst max-delay path by stage
stage	startpoint	to	slack, ps	depth (start not counted)
5_1_grt	current_state[1]$_DFF_PP0_	GC	-130	3
4_1_cts	current_state[1]$_DFF_PP0_	GC	-100	3
6_report	current_state[0]$_DFF_PP0_	GC	-90	3
## power breakdown
| group | total, mW | switching [mW] | internal, mW |
|---|---|---|---|
| sequential | 0.0826 | 0.00373 | 0.0789 |
| clock | 0.165 | 0.0446 | 0.121 |
| combinational | 0.0615 | 0.0185 | 0.0430 |
| total | 0.309 | 0.0669 | 0.242 |
Power is estimated from default activity; no workload was simulated.
