**design/flow/design.v**
```verilog
module MUX_4_1 (
  input [6:0] A,
  input [6:0] B,
  input [6:0] C,
  input [6:0] D,
  input [1:0] SEL,
  output reg [6:0] OUT
);
  always @*
    case (SEL)
      2'b00: OUT = A;
      2'b01: OUT = B;
      2'b10: OUT = C;
      2'b11: OUT = D;
    endcase
endmodule
module PBL3 (CH0, CH1, CH2, clk, OUT, dig0, dig1, dig2, dig3,
LED0, LED1, LED2, LED3, LED4, LED5, LED6 ,LED7 ,LED8, LED9,
B0, B1)
;  
	input CH0, CH1, clk, CH2, B0, B1;
	output [6:0]OUT;
	output dig0, dig1, dig2, dig3, LED0, LED1, LED2, LED3, LED4, LED5, LED6 ,LED7 ,LED8, LED9;
	wire [3:0] teste_uni_gar, teste_deze_gar, teste_uni_rol;
	wire [1:0] teste_deze_rol;
	wire BB;
	wire [3:0] unidade_gar, dezena_gar, unidade_r;
	wire [2:0] quant_recargas;
	wire [6:0] SEG_unidade_gar, SEG_dezena_gar, SEG_dezena_rolha, SEG_unidade_rolha;
	wire [1:0] sel_7seg, dezena_r;
	wire [14:0] clock_dividido;
	wire unidade_completa_gar, dig0_inv, dig1_inv, dig2_inv, dig3_inv;
	assign B0_inv = ~B0;
	assign B1_inv = ~B1;
	div_clock divisor (clk, 0, clock_dividido);
	debouncer debouncer0 (B0_inv, clock_dividido[14], 1, c_gar);
	debouncer debouncer1 (B1_inv, clock_dividido[14], 1, c_rol);
	contador_3bit_padrao recargas_disponiveis (recarga_auto, CH1, quant_recargas);
	nand And4 (pode_recaregar, quant_recargas[0], quant_recargas[1], quant_recargas[2]);
	nand And0 (r_zerada, ~unidade_r[0], ~unidade_r[1], ~unidade_r[2], ~unidade_r[3], ~dezena_r[0], ~dezena_r[1]);
	and And1 (pode_diminuir, c_rol, r_zerada);
	contador_4bit_desc_lim5 cont_unidade_rolha (pode_diminuir, CH1, unidade_r);
	assign teste_uni_rol = unidade_r;
	and And2 (unidade_completa_r, unidade_r[0], ~unidade_r[1], ~unidade_r[2], unidade_r[3]);
	and And3 (minimo_rolhas, ~unidade_r[0], ~unidade_r[1], unidade_r[2], ~unidade_r[3], ~dezena_r[0], ~dezena_r[1]);
	and And5 (recarga_auto, minimo_rolhas, pode_recaregar);
	contador_2bit_desc_lim2 cont_dezena_rolha (unidade_completa_r, recarga_auto, dezena_r);
	assign teste_deze_rol = dezena_r;
	decod_numeros_7seg_0a9 decod_unidade_r (unidade_r[3], unidade_r[2], unidade_r[1], unidade_r[0], SEG_unidade_rolha[0], SEG_unidade_rolha[1], 
	SEG_unidade_rolha[2], SEG_unidade_rolha[3], SEG_unidade_rolha[4], SEG_unidade_rolha[5], SEG_unidade_rolha[6]);
	decod_numeros_7seg_0a3 decod_dezena_r (dezena_r[1], dezena_r[0], SEG_dezena_rolha[0], 
	SEG_dezena_rolha[1], SEG_dezena_rolha[2], SEG_dezena_rolha[3], SEG_dezena_rolha[4], SEG_dezena_rolha[5], SEG_dezena_rolha[6]);
	contador_4bit_asc_lim9 cont_unidade_gar (c_gar, CH1, teste_uni_gar);
	assign teste_uni_gar = unidade_gar;
	assign LED0 = teste_uni_gar[0];
	assign LED1 = teste_uni_gar[1];
	assign LED2 = teste_uni_gar[2];
	assign LED3 = teste_uni_gar[3];
	assign LED9 = BB;
	and And6 (unidade_completa_g, ~unidade_gar[0], ~unidade_gar[1], ~unidade_gar[2], ~unidade_gar[3]);
	contador_4bit_asc_lim9 cont_dezena_gar (unidade_completa_g, CH1, dezena_gar);
	assign teste_deze_gar = dezena_gar;
	decod_numeros_7seg_0a9 decod_unidade_gar (unidade_gar[3], unidade_gar[2], unidade_gar[1], unidade_gar[0], SEG_unidade_gar[0], SEG_unidade_gar[1], 
	SEG_unidade_gar[2], SEG_unidade_gar[3], SEG_unidade_gar[4], SEG_unidade_gar[5], SEG_unidade_gar[6]);
	decod_numeros_7seg_0a9 decod_dezena_gar (dezena_gar[3], dezena_gar[2], dezena_gar[1], dezena_gar[0], SEG_dezena_gar[0], SEG_dezena_gar[1], SEG_dezena_gar[2], 
	SEG_dezena_gar[3], SEG_dezena_gar[4], SEG_dezena_gar[5], SEG_dezena_gar[6]);
	contador_2bit_asc cont_dig_7seg (clock_dividido[13], 0, sel_7seg);
	decod_2_4 decod_dig_7seg (sel_7seg[1], sel_7seg[0], dig0_inv, dig1_inv, dig2_inv, dig3_inv);
	assign dig0 = ~dig0_inv;
	assign dig1 = ~dig1_inv;
	assign dig2 = ~dig2_inv;
	assign dig3 = ~dig3_inv;
	MUX_4_1 mux_4_1_7seg (SEG_dezena_gar, SEG_unidade_gar, SEG_dezena_rolha, SEG_unidade_rolha, sel_7seg, OUT);
endmodule
module contador_4bit_asc_lim9 (
  input clk, 
  input reset,
  output reg [3:0] count 
);
  reg [3:0] next_count;
  always @(posedge clk or posedge reset) begin
    if (reset) begin
      count <= 4'b0000;
    end else begin
      count <= next_count;
    end
  end
  always @* begin
    if (count == 4'b1001) begin
      next_count = 4'b0000; 
    end else begin
      next_count = count + 1; 
    end
  end
endmodule
module contador_2bit_asc (
  input clk, 
  input reset, 
  output reg [1:0] count 
);
  reg [1:0] next_count;
  always @(posedge clk or posedge reset) begin
    if (reset) begin
      count <= 2'b00;
    end else begin
      count <= next_count;
    end
  end
  always @* begin
    if (count == 2'b11) begin
      next_count = 2'b00; 
    end else begin
      next_count = count + 1; 
    end
  end
endmodule
module contador_2bit_desc_lim2 (
  input clk,  
  input reset,  
  output reg [1:0] count  
);
  reg [1:0] next_count;
  always @(posedge clk or posedge reset) begin
    if (reset) begin
      count <= 2'b10;
    end else begin
      count <= next_count;
    end
  end
  always @* begin
    if (count == 2'b00) begin
      next_count = 2'b10;  
    end else begin
      next_count = count - 1;  
    end
  end
endmodule
module contador_4bit_desc_lim5 (
  input clk,  
  input reset,  
  output reg [3:0] count  
);
  reg [3:0] next_count;
  always @(posedge clk or posedge reset) begin
    if (reset) begin
      count <= 4'b0101;
    end else begin
      count <= next_count;
    end
  end
  always @* begin
    if (count == 3'b0000) begin
      next_count = 3'b1001;  
    end else begin
      next_count = count - 1;  
    end
  end
endmodule
module contador_3bit_padrao (
  input clk,  
  input reset,  
  output reg [2:0] count  
);
  always @(posedge clk or posedge reset) begin
    if (reset) begin
      count <= 3'b000;
    end else begin
      count <= count + 1;
    end
  end
endmodule
module d_ff (input d,  
              input rstn,  
              input clk,  
              output reg q);  
    always @ (posedge clk or negedge rstn)  
       if (!rstn)  
          q <= 0;  
       else  
          q <= d;  
endmodule  
module debouncer(B, clk, rstn, out);
	input clk, rstn, B; 
	output out;
	wire 	T0, T1, T2, T3;
	d_ff d0 ( .d(B),  
		.rstn(rstn),
		.clk(clk),
		.q(T0)
	);
	d_ff d1 ( .d(T0),  
		.rstn(rstn),
		.clk(clk),
		.q(T1)
	);
	d_ff d2 ( .d(T1),  
		.rstn(rstn),
		.clk(clk),
		.q(T2)
	);
	and (T3, T0 ,T1);
	and (out, T2, T3);
endmodule
module decod_2_4(A, B, out0, out1, out2, out3);
	input A, B; 
	output  reg out0, out1, out2, out3;
	always @*
    begin
      out0 = ~A & ~B;
      out1 = ~A & B;
      out2 = A & ~B;
      out3 = A & B;
    end
endmodule
module decod_numeros_7seg_0a3 (
  input C, D,
  output reg sA, sB, sC, sD, sE, sF, sG
);
  always @*
    begin
      sA = ~C & D;
      sC = C & ~D;
      sD = ~C & D;
      sE = ~C & D | C & D;
      sF = ~C & D | C & ~D| C & D;
      sG = ~C & ~D | ~C & D;
    end
endmodule
module decod_numeros_7seg_0a9 (
  input A, B, C, D,
  output reg sA, sB, sC, sD, sE, sF, sG
);
  always @*
    begin
      sA = ~A & ~B & ~C & D | ~A & B & ~C & ~D;
      sB = ~A & B & ~C & D | ~A & B & C & ~D;
      sC = ~A & ~B & C & ~D;
      sD = ~A & B & ~C & ~D | ~A & B & C & D | ~B & ~C & D;
      sE = ~B & ~C & D | ~A & B & ~C | ~A & D;
      sF = ~A & ~B & D | ~A & ~B & C | ~A & C & D;
      sG = ~A & B & C & D | ~A & ~B & ~C;
    end
endmodule
module div_clock (
  input clk, 
  input reset,
  output reg [14:0] count 
);
  reg [14:0] next_count;
  always @(posedge clk or posedge reset) begin
    if (reset) begin
      count <= 15'b000000000000000;
    end else begin
      count <= next_count;
    end
  end
  always @* begin
    if (count == 15'b111111111111111) begin
      next_count = 15'b000000000000000; 
    end else begin
      next_count = count + 1; 
    end
  end
endmodule
```
**design/flow/run.sh**
```bash
#!/bin/bash
# OpenROAD 26Q1-2900-gdf79404cd8, Yosys 0.63+post, stock flow scripts
make -C /OpenROAD-flow-scripts/flow DESIGN_CONFIG=/design/flow/config.mk WORK_HOME=/design/flow/orfs finish
```
**design/flow/config.mk**
```make
export PLATFORM = sky130hd
export DESIGN_NAME = PBL3
export DESIGN_NICKNAME = PBL3
export VERILOG_FILES = /design/flow/design.v
export SDC_FILE = /design/flow/constraint.sdc
export NUM_CORES = 4
export LEC_CHECK = 1
export CORE_AREA = 10 10 113 113
export DIE_AREA = 0 0 123 123
```
**design/flow/constraint.sdc**
```tcl
current_design PBL3

set clk_period 2.6
set clk_io_pct 0.2

create_clock -name clk0 -period $clk_period [get_ports {clk}]

set non_clock_inputs [all_inputs -no_clocks]
set_input_delay [expr $clk_period * $clk_io_pct] -clock clk0 $non_clock_inputs
set_output_delay [expr $clk_period * $clk_io_pct] -clock clk0 [all_outputs]
```
==> summary.txt <==
Here are the numbers from the latest Yosys + OpenROAD run.

The portion of synthesized cell area occupied by the leading cell type is 21.9%. The maximum fanout count along the critical path came out at 8. The script parses the final routing iteration and logs DRC violations as 0. The fraction of layout instances using a drive strength above 1 came out at 4.12%. The max-slew violation count came out at 0. The worst setup path is captured at a flop. The count of cells along the worst hold path came out at 1. The final number of setup-violating endpoints came out at 0. The post-synthesis instance area is 2100 sq um.

From bottom edge to top edge, the die measures 123 microns. The number of resized instances in the post-cts repair step is 0. After detailed routing, the number of vias per cell comes to 4.07.

The critical path goes through ha_1 > nand2_1 > nor3_2 > and4_1 > nor2_1. The clock arrives with 0.832 ps of skew. The clock slew seen by the registers of the worst setup and hold paths came out at 60 ps. Of the available clock period, the critical path in the final layout requires 60.2%. The number of stages on the worst setup path came out at 5.

After layout, the minimum clock period comes to 1570 ps. The number of DRC markers in iteration 0 came out at 102. According to the I/O placement log, the pin count is 27. The area of the core region came out at 10300 sq um. The aggregate routed wire length came out at 3900 microns. The number of instances in the synthesized netlist is 231. The number of buffers and inverters on the critical path came out at 0. The HPWL after detailed placement came out at 3100 microns. The tree is rooted in a sky130_fd_sc_hd__clkbuf_8. After floorplanning, the die was sized to cover 15100 sq um.

The number of antenna violations at the first check in global routing came to 0. The clock buffer count from CTS came out at 3. Among all flip-flop cells after synthesis, the most frequent one is sky130_fd_sc_hd__dfxtp_1. The final hold slack came out at 465 ps. Summing all flip-flop and latch instances after layout gives 890 sq um. The final non-filler cell area is 2430 sq um. The type recorded for the worst min-delay path is flop to flop. The highest achievable clock rate is 638 MHz.

Setup repair after global routing left no endpoint under its margin. Data on the critical path is required at its endpoint by 2720 ps. The largest individual stage delay along the critical path comes from the cell sky130_fd_sc_hd__and4_1. The number of cell rows came out at 37. The count of port buffers added during placement is 18. The total negative slack is 0 ps. The endpoint of the worst register-to-register path is divisor.count[3]. The mean post-synth cell area came out at 9.11 sq um. The post-synthesis cell type count came out at 48. The multi-input combinational cell area is 1060 sq um. The cell area after placement is 2380 sq um.

The critical path starts at divisor.count[0]. The relative slew slack is 59.8%. Fill cells in the final layout number 1108. The detailed-route wire length per cell is 10.3 microns. The first-pass GRT wire length came out at 6640 microns.

Counting flops and latches in the post-synthesis netlist gives 40. After synthesis, the cell types taking the most area are sky130_fd_sc_hd__dfxtp_1, sky130_fd_sc_hd__dfrtp_1, sky130_fd_sc_hd__ha_1. Among all stages on the critical path, the maximum delay recorded is 410 ps. The number of setup buffers added after CTS came out at 0. 40 endpoints have no timing constraint. The total of warnings raised by yosys is 36. In the post-synthesis netlist, the cell with the most instances is sky130_fd_sc_hd__dfxtp_1. The clock network latency to the later pin of the worst-skew pair came out at 240 ps. The total vias in the final route is 1543. The number of flops mapped to enable cells by yosys came out at 0. The combined global-route utilization of all metal layers came out at 5.16%. The transition time at the pin with the least slew margin is 603 ps.

The number of levels the H-tree was split into is 1. The maximum clock path buffer count came out at 2. The flow reported a cell area power density of 175 nW/um^2. The number of cells in Yosys stat came out at 231. STA lists the startpoint of the worst register-to-register path as divisor.count[0]. For reference, the final report shows the hold violation count at 0. At the end of routability-driven placement, the weighted congestion stood at 0.881.

The tool warning count came out at 35. Setup slack on the worst reg-to-reg path comes out at 1030 ps. Measured along the x axis, the die boundary spans 123 microns.

In this run the worst setup path terminates at divisor.count[3]. The worst setup path is launched from a flop. The top cell type by total area after synthesis is sky130_fd_sc_hd__dfxtp_1. In this run the layout overhead on the synthesized area is reported as 15.3%. Per the power-grid run, VDD falls by no more than 0.218 mV. TritonCTS built the clock tree.

In the synthesized netlist, the cells that appear most often are sky130_fd_sc_hd__dfxtp_1, sky130_fd_sc_hd__nor2_1, sky130_fd_sc_hd__inv_1. The first-pass iteration count of the detailed router is 4. The worst setup path category is flop to flop. In this run the most critical hold path is launched from divisor.count[8]. The pin count of the biggest net entering global routing came out at 16. The top cell family by delay on the critical path is simple AND/OR/NAND/NOR gates. The flow ran to the end, and the final reports show no timing, DRC or antenna violations. The length in cells of the worst reg-to-reg path came out at 5.

The reported max-cap violation count came out at 0. The number of global-route vias before repair came to 1420. The final antenna-violating net count is 0. The count of unclocked register or latch pins is 25. Once the floorplan was initialized, standard cells occupied 20.4% of the core. The total congestion overflow is 0. The static leakage came out at 0.000934 uW.

Yosys reported that registers with async set or reset make up 42.5%. The register share after synthesis came out at 42.3%. The number of inserted diodes came out at 0. The data arrival time of the critical path came out at 1690 ps. The hold-fix buffer count after cts is 0. According to the Yosys statistics, the synthesized design has a chip area of 2100 sq um.
## cell type report
cell class / instances / area share [%]
multi-input cells: 159 / 43.7
inverters: 22 / 3.40
repair buffers: 18 / 7.42
clock buffers: 4 / 1.86
flip-flops and latches: 40 / 36.6
well taps: 136 / 7.01
## metal layers
metal / vias up / part of all wire, % / GRT usage, %
met5: - / 0 / 0
met4: 0 / 0 / 0.218
met3: 0 / 5.1 / 0.879
met2: 30 / 45 / 8.33
met1: 725 / 50 / 7.52
li1: 788 / - / -
## logic make-up after synthesis
family / synth area share, %
mux: 1.43
simple gates: 20.0
fa+ha+maj: 8.20
flops: 42.3
buf+inv: 8.26
compound gates: 11.4
xor+xnor: 8.32
other cells: 0.178
## power by group
group | total (uW) | switching (uW) | internal (uW)
clock | 184 | 75.4 | 108
sequential | 230 | 0 | 230
combinational | 10.2 | 6.02 | 4.19
total | 424 | 81.5 | 343
## flip-flops by register name, indices dropped and copies added (netlist names), 2 cells and up
register                    flops
cont_unidade_rolha.count        4
cont_dezena_rolha.count         2
cont_dezena_gar.count           4
cont_dig_7seg.count             2
recargas_disponiveis.count      3
divisor.count                  15
cont_unidade_gar.count          4
## worst reg2reg max path, delay by kind of cell (launching register included)
family        cells  cell delay, ps
flops             1             390
simple gates      4             820
fa+ha+maj         1             240
## placed cells by master, fill, tap and decap left out, types with 7 or more instances in the layout
cell type | Yosys | layout
sky130_fd_sc_hd__nand2b_1 | 7 | 7
sky130_fd_sc_hd__dfxtp_1 | 23 | 23
sky130_fd_sc_hd__o21ai_0 | 12 | 12
sky130_fd_sc_hd__nor2_1 | 22 | 22
sky130_fd_sc_hd__ha_1 | 13 | 13
sky130_fd_sc_hd__clkdlybuf4s50_1 | 0 | 18
sky130_fd_sc_hd__dfrtp_1 | 14 | 14
sky130_fd_sc_hd__nand2_1 | 15 | 15
sky130_fd_sc_hd__inv_1 | 21 | 21
sky130_fd_sc_hd__xnor2_1 | 14 | 14
## worst min path at each step
stage                 endpoint  slack, ps
CTS           divisor.count[8]        470
global route  divisor.count[8]        480
finish        divisor.count[8]        460
## per-stage QoR
step | utilization [%] | worst slack, ps | instances | total power (uW)
finish | 23.5 | 1030 | 379 | 424
floorplan | - | 1280 | 236 | 245
global route | 23.5 | 867 | 379 | 438
CTS | 23.5 | 1020 | 379 | 431
detailed placement | 23.1 | 1060 | 375 | 246
global placement | 23.1 | 1060 | 375 | 246
Power figures rest on the tool's default switching activity, not on a simulated workload.
